--- flow/design.v ---
`default_nettype none
`timescale 1ns/1ns
module part1 (
    input logic clk,
    input logic rst_n,
    input logic [7:0] data_in,
    input logic data_valid,
    output logic data_ack,
    output logic [31:0] result,
    output logic result_ready,
    output logic data_error,
    input logic error_clear
);
    typedef enum logic [2:0] {
        S_EXPECT_DIGIT          = 0,
        S_EXPECT_DIGIT_OR_EOL   = 1,
        S_PROCESS               = 2,
        S_PROCESS_ACK           = 3,
        S_PREPARE_UPDATE_RESULT = 4,
        S_RESULT_READY          = 5,
        S_ERROR                 = 6
    } state_t  ;
    localparam logic [7:0] ASCII_NEWLINE = "\n";
    localparam logic [7:0] ASCII_0 = "0";
    localparam logic [7:0] ASCII_9 = "9";
    int bin_data_in;
    state_t current_state, next_state;
    int current_result;
    int max1;
    int max2;
    int saved_max1;
    int saved_max2;
    int saved_data_in;
    logic max1_just_found;
    int temp_result;
    wire is_ascii_digit;
    wire is_terminator;
    initial current_state = S_EXPECT_DIGIT;
    initial current_result = 0;
    initial max1 = -1;
    initial max2 = -1;
    initial saved_max1 = -1;
    initial saved_max2 = -1;
    initial saved_data_in = -1;
    initial max1_just_found = 1'b0;
    assign is_terminator = data_in == ASCII_NEWLINE;
    assign is_ascii_digit = (data_in >= ASCII_0 && data_in <= ASCII_9);
    assign bin_data_in = int'(data_in) - int'(ASCII_0);
    assign result = current_result;
    always_comb begin
        temp_result = max1 * 10 + max2;
        if (max1_just_found) begin
            if (saved_data_in > max2) begin
                temp_result = saved_max1 * 10 + saved_data_in;
            end else begin
                temp_result = saved_max1 * 10 + saved_max2;
            end
        end
    end
    always_ff @(posedge clk, negedge rst_n) begin
        if (!rst_n) begin
            data_error <= 1'b0;
            current_state <= S_EXPECT_DIGIT;
            current_result <= 0;
        end else begin
            data_error <= next_state == S_ERROR;
            current_state <= next_state;
        end
    end
    always_comb begin
        next_state = current_state;
        data_ack = 1'b0;
        result_ready = 1'b0;
        unique case (current_state)
            S_EXPECT_DIGIT: begin
                if (data_valid) begin
                    if (is_ascii_digit) begin
                        next_state = S_PROCESS;
                    end else begin
                        next_state = S_ERROR;
                    end
                end
            end
            S_EXPECT_DIGIT_OR_EOL: begin
                if (data_valid) begin
                    if (is_ascii_digit) begin
                        next_state = S_PROCESS;
                    end else if (is_terminator) begin
                        next_state = S_PREPARE_UPDATE_RESULT;
                    end else begin
                        next_state = S_ERROR;
                    end
                end
            end
            S_PROCESS: begin
                next_state = S_PROCESS_ACK;
            end
            S_PROCESS_ACK: begin
                data_ack = 1'b1;
                if (!data_valid) begin
                    next_state = S_EXPECT_DIGIT_OR_EOL;
                end
            end
            S_PREPARE_UPDATE_RESULT: begin
                next_state = S_RESULT_READY;
            end
            S_RESULT_READY: begin
                data_ack = 1'b1;
                result_ready = 1'b1;
                if (!data_valid) begin
                    next_state = S_EXPECT_DIGIT;
                end
            end
            S_ERROR: begin
                if (error_clear) begin
                    next_state = S_EXPECT_DIGIT;
                end
            end
            default: begin
                next_state = S_EXPECT_DIGIT;
            end
        endcase
    end
    always_ff @(posedge clk or negedge rst_n) begin
        if (!rst_n) begin
            current_result <= 0;
            max1 <= -1;
            max2 <= -1;
            saved_max1 <= -1;
            saved_max2 <= -1;
            saved_data_in <= -1;
            max1_just_found <= 1'b0;
        end else begin
            unique case (current_state)
                S_EXPECT_DIGIT: begin
                end
                S_EXPECT_DIGIT_OR_EOL: begin
                end
                S_PROCESS: begin
                    max1_just_found <= 1'b0;
                    if (bin_data_in > max1) begin
                        saved_max1 <= max1;
                        saved_max2 <= max2;
                        saved_data_in <= bin_data_in;
                        max1 <= bin_data_in;
                        max2 <= -1;
                        max1_just_found <= 1'b1;
                    end else if (bin_data_in > max2) begin
                        max2 <= bin_data_in;
                    end
                end
                S_PROCESS_ACK: begin
                end
                S_PREPARE_UPDATE_RESULT: begin
                    current_result <= current_result + temp_result;
                end
                S_RESULT_READY: begin
                    max1 <= -1;
                    max2 <= -1;
                    saved_max1 <= -1;
                    saved_max2 <= -1;
                    saved_data_in <= -1;
                    max1_just_found <= 1'b0;
                end
                S_ERROR: begin
                end
                default: begin
                end
            endcase
        end
    end
endmodule;
--- flow/run.sh ---
#!/bin/bash
# OpenROAD 26Q1-2900-gdf79404cd8, Yosys 0.63+post, stock flow scripts
make -C /OpenROAD-flow-scripts/flow DESIGN_CONFIG=/design/flow/config.mk WORK_HOME=/design/flow/orfs finish
--- flow/config.mk ---
export PLATFORM = sky130hd
export DESIGN_NAME = part1
export DESIGN_NICKNAME = part1
export VERILOG_FILES = /design/flow/design.v
export SDC_FILE = /design/flow/constraint.sdc
export NUM_CORES = 4
export LEC_CHECK = 1
export CORE_UTILIZATION = 30
export SYNTH_HDL_FRONTEND = slang
--- flow/constraint.sdc ---
current_design part1

set clk_period 10.9
set clk_io_pct 0.2

create_clock -name clk0 -period $clk_period [get_ports {clk}]

set non_clock_inputs [all_inputs -no_clocks]
set_input_delay [expr $clk_period * $clk_io_pct] -clock clk0 $non_clock_inputs
set_output_delay [expr $clk_period * $clk_io_pct] -clock clk0 [all_outputs]
==> results.txt <==
Synthesis and PnR results.

- The run finished with clean final reports.
- The via count of the first global-routing pass reads 7762.
- The largest fanout on the critical path reads 8.
- The number of I/O pins is 47.
- After detailed routing, the number of remaining DRC violations is 0.
- The multi-input combinational cell area is 0.00704 mm^2.
- The number of stages on the worst hold path is 1.
- The starting utilization of the core area is 0.306.
- Setup repair after global routing left no endpoint under its margin.
- The largest stage delay on the critical path is 700 ps.
- The share of synthesized registers carrying an async set or reset is 1.00.
- The buffering stage count on the worst path with inverters included is 1.
- The cell family contributing the most delay on the critical path is AND-OR/OR-AND gates.
- The maximum number of pins on one net before global-route repair is 62.
- The report puts the hold buffer count at CTS at 0.
- In the setup report, the worst path falls into the class reg -> reg.
- Once iteration 0 of detailed routing completed, the report listed 399 DRC markers.
- The highest clock rate reads 125 MHz.
- The number of synthesized flops with an enable pin reads 0.
- TritonCTS reports the number of clock sinks as 77.
- The number of cells on the worst reg-to-reg path reads 30.
- Sorting the synthesis cell report by count puts at the top ha_1.
- The class of the tightest hold or removal check is reg -> reg.
- The number of buffers inserted to repair setup after CTS is 0.
- Recorded from the global router log, the overflow total was 0.
- The stage logs contain a warning count of 32.
- The final wirelength reads 23.2 mm.
- The root buffer cell is clkbuf_16.
- The iteration count of the initial detailed-routing pass reads 23.
- The total track usage reads 0.154.
- The data arrival time of the critical path reads 8220 ps.
- Yosys reports that the most numerous cell types are ha_1 (152), a21oi_1 (109), nor2_1 (106).
- The post-layout period usage of the worst path is 0.732.
- The wire length per cell after detailed routing reads 14.9 um.
- The area growth from synthesis to layout is 12.7%.
- The clock latency reported for the late side of the worst-skew pair reads 360 ps.
- The sequential fraction of the synthesis area reads 0.210.
- The initialized floorplan defines 64 standard-cell rows.
- The number of H-tree branching levels is 3.
- The number of endpoints with negative hold slack in the final report reads 0.
- The worst-case headroom to the max-slew limit reads 0.429.
- The area fraction of the largest cell type after synthesis is 0.202.
- The TritonCTS clock tree is yes.
- The number of buffers between clock root and the deepest sink is 2.
- The final-layout fill cell count reads 3232.
- For the pin with the worst max-slew slack, the measured transition is 850 ps.
- The area of the mapped netlist reads 0.00940 mm^2.
- The global-route wire length before repair reads 39.1 mm.
- The die height is 179 um.
- The worst setup skew after layout reads 11.4 ps.
- Summed over all failing endpoints, the final setup total negative slack is 0 ps.
- In the final report, the number of endpoints failing setup comes to 0.
- Summed over all instances, the cell type with the most area after synthesis is ha_1.
- The data required time at the worst endpoint is 11140 ps.
- Port buffering added 46 buffers.
- The tool flagged a number of max-cap violations equal to 0.
- The number of antenna violations at the first check in global routing is 0.
- After synthesis, the chip area reported by Yosys is 0.00940 mm^2.
- The yosys stat cell total reads 1119.
- The weighted congestion reported at the end of routability-driven placement reads 0.936.
- The tally of yosys warning messages reads 0.
- The die outline area is 0.0321 mm^2.
- Summing all flip-flop and latch instances after layout gives 0.00197 mm^2.
- The type of destination of the critical path reads a register.
- The synthesis-stage register bit count is 77.
- The fraction of final layout cells with drive strength greater than 1 reads 0.0999.
- The synthesis report lists the most area-consuming cells as ha_1 (20%), dfrtp_1 (11%), dfstp_2 (10%).
- The die width reads 179 um.
- The post-layout minimum cycle time is 7980 ps.
- The distinct cell type count of the synthesized netlist is 74.
- The final max-slew violation count is 0.
- The number of instances in the synthesized netlist is 1119.
- The cell with the largest stage delay on the worst path is a21oi_1.
- The count of inserted antenna diode cells is 0.
- The floorplan step defined a core boundary enclosing 0.0307 mm^2.
- The worst setup path is launched from a register.
- The predominant post-synthesis flop cell is dfrtp_1.
- The worst hold-check slack reads 486 ps.
- The mean cell area of the mapped netlist reads 8.40 um^2.
- The clock-pin slew of the registers on the worst-case setup and hold paths reads 60 ps.
- The total number of vias reads 8083.
- The number of routed nets with antenna violations reads 0.
- The script logs the ratio of routed vias to standard cells as 5.19.
- The post-CTS resize count reads 0.
- The sum of net half-perimeters after detailed placement is 18.2 mm.
- In this run, CTS created clock tree buffers numbering 9.
- The worst reg-to-reg setup slack reads 2920 ps.
- The number of logic stages on the critical path including buffering is 30.
==> state kept, by name, indices dropped and copies added (netlist names) <==
signal,flops
saved_max1,9
saved_data_in,9
max1_just_found,1
saved_max2,9
current_state,7
data_error,1
max2,9
result,32
==> layer usage <==
metal  track usage  share of wire  vias up
li1              -              -     4191
met1         0.223           0.49     3742
met2         0.248           0.46      132
met3        0.0259          0.039       18
met4        0.0180          0.010        0
met5             0              0        -
==> cells by family after synthesis <==
family / count (synthesis) / share of synthesized area
and+or+nand+nor: 268 / 0.134
AOI/OAI and AO/OA: 375 / 0.262
muxes: 44 / 0.0518
DFF: 77 / 0.210
adders and majority gates: 158 / 0.214
buffers and inverters: 104 / 0.0417
xor gates and xnor gates: 93 / 0.0866
==> final timing paths <==
path,startpoint,end
setup reg to reg,max2[1]$_DFFE_PN1P_,result[30]$_DFFE_PN0P_
setup / recovery,max2[1]$_DFFE_PN1P_,result[30]$_DFFE_PN0P_
min in group asynchronous,rst_n,result[26]$_DFFE_PN0P_
hold / removal,current_state[1]$_DFF_PN0_,current_state[5]$_DFF_PN0_
max in group asynchronous,rst_n,max1_just_found$_DFFE_PN0P_
hold reg to reg,current_state[1]$_DFF_PN0_,current_state[5]$_DFF_PN0_
==> worst reg2reg max path, delay by kind of cell (launching register included) <==
kind | cells | cell delay [ps]
buffers and inverters | 1 | 70
DFF | 1 | 560
and+or+nand+nor | 4 | 800
adders and majority gates | 4 | 1300
xor gates and xnor gates | 2 | 300
AOI/OAI and AO/OA | 17 | 4200
muxes | 2 | 680
==> metrics by stage <==
step	setup WS (ps)	area, um^2	cells	util
3_3_place_gp	3090	10300	1541	0.335
5_1_grt	2270	10600	1557	0.344
6_report	2920	10600	1557	0.344
4_1_cts	2940	10600	1557	0.344
3_5_place_dp	3020	10300	1541	0.335
2_1_floorplan	3900	9400	1119	-
==> cell type report <==
cell class / count / share of cell area
multi-input cells: 938 / 0.665
flip-flops and latches: 77 / 0.186
repair buffers: 55 / 0.0496
well taps: 396 / 0.0468
inverters: 75 / 0.0266
clock buffers: 10 / 0.0216
clock inverters: 6 / 0.00437
==> placed cells by master, fill, tap and decap left out, drive strengths merged, types with 20 or more instances in the layout <==
cell type / Yosys / final
nor2: 106 / 106
nand3: 24 / 24
xnor2: 57 / 57
a21o: 48 / 48
o21ai: 70 / 70
ha: 152 / 152
dfrtp: 40 / 40
nor3: 20 / 20
xor2: 36 / 36
inv: 75 / 77
dfstp: 37 / 37
mux2: 37 / 37
nand2: 48 / 48
clkdlybuf4s50: 0 / 45
a21oi: 110 / 110
